==> design/flow/config.mk <==
export PLATFORM = sky130hd
export DESIGN_NAME = loadffff
export DESIGN_NICKNAME = loadffff
export VERILOG_FILES = /design/flow/design.v
export SDC_FILE = /design/flow/constraint.sdc
export NUM_CORES = 4
export LEC_CHECK = 1
export CORE_AREA = 10 10 80 80
export DIE_AREA = 0 0 90 90
==> design/flow/constraint.sdc <==
current_design loadffff

set clk_period 1.0
set clk_io_pct 0.2

create_clock -name clk0 -period $clk_period [get_ports {clk}]

set non_clock_inputs [all_inputs -no_clocks]
set_input_delay [expr $clk_period * $clk_io_pct] -clock clk0 $non_clock_inputs
set_output_delay [expr $clk_period * $clk_io_pct] -clock clk0 [all_outputs]
==> design/flow/design.v <==
module lab8_top(KEY,SW,LEDR,HEX0,HEX1,HEX2,HEX3,HEX4,HEX5,CLOCK_50);
    input [3:0] KEY;
    input [9:0] SW;
    input CLOCK_50;
    output [9:0] LEDR;
    output [6:0] HEX0,HEX1,HEX2,HEX3,HEX4,HEX5;
    wire clk = CLOCK_50;
    wire reset = ~KEY[1];
    wire [15:0] read_data,write_data;
    wire N,V,Z;
    wire [1:0] mem_cmd;
    wire [8:0] mem_addr;
    cpu CPU(clk,reset,read_data,write_data,N,V,Z,mem_cmd,mem_addr,halt);  
    wire [15:0] dout;
    wire write;
    RAM MEM(clk,mem_addr[7:0],mem_addr[7:0],write,write_data,dout);  
    wire eq1,msel,check,eq2;
    EqComp #(2) EQ1(2'b10,mem_cmd,eq1);  
    EqComp #(1) EQ2(1'b0,mem_addr[8:8],msel);
    EqComp #(2) EQ3(2'b01,mem_cmd,eq2);
    assign write = eq2 & msel;  
    assign check = eq1 & msel;
    assign read_data = check ? dout : 15'bz;
    wire eq3,eq4,swcheck;
    EqComp #(2) EQ4(2'b10,mem_cmd,eq3);  
    EqComp #(9) EQ5(9'h140,mem_addr,eq4);  
    assign swcheck = eq3 & eq4;
    assign read_data[7:0] = swcheck ? SW[7:0] : 8'bz;
    assign read_data[15:8] = swcheck ? 8'h00 : 8'bz;
    wire eq5,eq6,ledcheck;
    EqComp #(2) EQ6(2'b01,mem_cmd,eq5);  
    EqComp #(9) EQ7(9'h100,mem_addr,eq6);  
    assign ledcheck = eq5 & eq6;
    loadffff #(8) ledreg(write_data[7:0],ledcheck,clk,LEDR[7:0]);  
    assign LEDR[9] = 1'b0;
    assign LEDR[8] = halt;
    assign HEX0 = 7'b1;
    assign HEX1 = 7'b1;
    assign HEX2 = 7'b1;
    assign HEX3 = 7'b1;
    assign HEX4 = 7'b1;
    assign HEX5 = 7'b1;
endmodule
module RAM(clk,read_address,write_address,write,din,dout);  
    parameter data_width = 16;
    parameter addr_width = 8;
    parameter filename = "lab8fig2.txt";
    input clk;
    input [addr_width-1:0] read_address,write_address;
    input write;
    input [data_width-1:0] din;
    output [data_width-1:0] dout;
    reg [data_width-1:0] dout;
    reg [data_width-1:0] mem [2**addr_width-1:0];
    initial $readmemb(filename,mem);
    always @(posedge clk) begin
        if(write)
            mem[write_address] <=din;
        dout <= mem[read_address]; 
    end
    endmodule 
module EqComp(a,b,eq);  
    parameter k=8;
    input [k-1:0] a,b;
    output eq;
    wire eq;
    assign eq = (a==b) ;
endmodule
module loadffff(in,load,clk,out);                                   
    parameter n = 16;
    input [n-1:0] in;
    input load,clk;
    output [n-1:0] out;
    wire [n-1:0] next_state_load;
    reg [n-1:0] present_state;
    assign next_state_load = load ? in : present_state;  
    assign out = present_state; 
    always@ (posedge clk) begin  
        present_state = next_state_load;
    end
endmodule
==> design/flow/run.sh <==
#!/bin/bash
# OpenROAD 26Q1-2900-gdf79404cd8, Yosys 0.63+post, stock flow scripts
make -C /OpenROAD-flow-scripts/flow DESIGN_CONFIG=/design/flow/config.mk WORK_HOME=/design/flow/orfs finish
==> deck_impl_summary.md <==
Implementation Results

Run status
  – Run status: complete, no violations

STA
  – RSZ-0062 raised after global routing: no
  – Relative slew slack: 93.0%
  – Number of setup violations in the final report: 0
  – Count of endpoints failing hold in the final timing report: 0
  – Worst-Margin Slew: 0.104 ns
  – Fin. max-slew vios: 0
  – Final Critical Period: 0.924 ns
  – Period utilisation layout: 92.4%
  – Fin Setup TNS: 0 ns
  – Maximum achievable frequency: 1.08 GHz

Detailed routing
  – Average wire length per cell after detail routing: 10.7 um
  – Violation tally from detailed-route iteration zero: 8
  – Number of iterations in the first detailed-routing pass: 2
  – Total antenna diodes in the routed design: 0
  – Remaining DRCs: 0
  – Via/cell ratio: 2.43
  – Number of vias in the routed layout: 294
  – Post-detailed-routing wire length: 1300 um
  – Antenna viol nets, final: 0

GRT
  – Met1 layer usage reported by global route: 3.75%
  – First-pass GRT wire length: 2020 um
  – Largest net degree at the start of global routing: 9
  – All-layer global routing usage: 3.13%
  – Number of global-route vias before repair: 367
  – Fraction of met3 tracks used by global routing: 0.754%
  – Initial antenna violation count: 0
  – GRT Residual Overflow: 0
  – Met2 Use GR: 5.27%
  – Busiest grt layer: met2

Job
  – Count of max-cap constraint violations: 0
  – OpenROAD warning count: 25

Floorplan
  – I/O pin count: 34
  – Core Util at FP: 10.2%
  – Core box area: 0.00472 mm^2
  – Overall chip area: 0.00810 mm^2
  – Row count: 25
  – Chip width: 90 um
  – Y dimension of the die: 90 um

Place
  – Count of input and output buffers: 33
  – Gpl congestion: 0.661
  – Placement-stage cell area: 910 um^2

Logic synthesis
  – Instance tally after logic synthesis: 16
  – Post-Synthesis Mean Instance Area: 30.0 um^2
  – Total of flip-flops plus latches after synthesis: 16
  – Area share of the leading cell type in the synthesized netlist: 100%
  – Cell count in the Yosys report: 16
  – Library cell with the largest summed area after synthesis: edfxtp_1
  – Distinct cell type count of the synthesized netlist: 1
  – Ranking of synthesized cells by area: edfxtp_1 100%
  – Post-synthesis instance area: 480 um^2
  – Area of the synthesized netlist per yosys stat: 480 um^2
  – Seq/Total Area, Yosys: 100%
  – Warning count from the yosys run: 4

Cells and area
  – Total non-filler cell area in the finished layout: 871 um^2
  – Most common cell after layout, fill and taps aside: clkdlybuf4s50_1
  – Logic area: 0 um^2
  – Largest register FFs: 16
  – Comb gates: 0
  – Layout cell share with drive strength beyond 1: 38.9%
  – Commonest non-fill, non-tap cells in the layout: 17 x clkdlybuf4s50_1, 16 x edfxtp_1, 9 x buf_2, 7 x clkbuf_2, 3 x clkbuf_8
  – Layout Area Growth over Synthesis: 81.2%

Clock tree
  – Worst-case clock buffer depth: 2
  – Setup fix buffers added after clock tree synthesis: 0
  – Number of clock buffers inserted by TritonCTS: 3
  – Cts-stage hold buffer count: 0
  – Number of gates resized after cts: 41
  – TritonCTS sink count: 16
  – Clock transition at the registers of the reported paths: 0.05 ns
  – H-tree depth reported by CTS: 1
  – Clock root buffer master: clkbuf_8
  – Clock tree from TritonCTS: done

Setup path
  – Peak fanout along the critical path: 1
  – WS Path Type: flop to primary output
  – Slowest CP cell: edfxtp_1
  – Required time of the worst setup path: 0.80 ns
  – Dominant delay contributor by cell family on the critical path: flip-flops
  – Arr. time, crit path: 0.72 ns
  – Critical path startpoint category: flop
  – Buffers and inverters on the worst path: 1
  – Critical path's largest stage delay: 0.36 ns
  – Crit. End Element: primary output
  – Cells along the critical path: buf_2

Worst hold path
  – Kind of path behind the tightest hold check: input port to flop

Power
  – Power density of the placed cells: 1580 mW/mm^2
  – Leakage power: 0.000319 uW
  – IR Drop Worst-Case VDD: 0.000403 V
## logic make-up after synthesis
group	count (synthesis)	share of synthesized area, %
flip-flops	16	100
## cells in the mapped netlist
master	number
edfxtp_1	16
## path summary, 6_finish.rpt
path                        from                    endpoint  cells past startpoint
max   present_state[1]$_DFFE_PP_                      out[1]                      1
min                        in[0]  present_state[0]$_DFFE_PP_                      1
## final cells by class
| class | instances | area [um^2] |
|---|---|---|
| Fill cell | 502 | 3850 |
| Tap cell | 67 | 83.8 |
| Clock buffer | 3 | 41.3 |
| Sequential cell | 16 | 480 |
| Timing Repair Buffer | 35 | 265 |
## metrics by stage
| step | utilization, % | power, uW | worst slack [ns] | hold slack, ns | std cells |
|---|---|---|---|---|---|
| after floorplan | - | 811 | 0.501 | 0.299 | 16 |
| after global placement | 19.3 | 999 | -0.154 | 0.765 | 118 |
| after detailed placement | 19.3 | 1000 | -0.160 | 0.761 | 118 |
| after CTS | 19.2 | 1410 | 0.00786 | 0.512 | 121 |
| after global routing | 18.4 | 1450 | 0.0325 | 0.515 | 121 |
| final | 18.4 | 1370 | 0.0762 | 0.516 | 121 |
## power breakdown
group / switching [uW] / internal (uW)
registers: 12.4 / 797
logic: 30.3 / 93.2
clock network: 174 / 265
total: 217 / 1160
## layer usage
metal	vias to the layer above	wire, um
met5	-	0
li1	140	-
met2	19	644
met1	133	539
met3	2	67
met4	0	47
Power figures rest on the tool's default switching activity, not on a simulated workload.
